==> ./constraint.sdc <==
current_design sine_wave_wrapper

set clk_period 2.5
set clk_io_pct 0.2

create_clock -name clk0 -period $clk_period [get_ports {Clk}]

set non_clock_inputs [all_inputs -no_clocks]
set_input_delay [expr $clk_period * $clk_io_pct] -clock clk0 $non_clock_inputs
set_output_delay [expr $clk_period * $clk_io_pct] -clock clk0 [all_outputs]
==> ./config.mk <==
export PLATFORM = sky130hd
export DESIGN_NAME = sine_wave_wrapper
export DESIGN_NICKNAME = sine_wave_wrapper
export VERILOG_FILES = /design/flow/design.v
export SDC_FILE = /design/flow/constraint.sdc
export NUM_CORES = 4
export LEC_CHECK = 1
export CORE_UTILIZATION = 50
==> ./run.sh <==
#!/bin/bash
# OpenROAD 26Q1-2900-gdf79404cd8, Yosys 0.63+post, stock flow scripts
make -C /OpenROAD-flow-scripts/flow DESIGN_CONFIG=/design/flow/config.mk WORK_HOME=/design/flow/orfs finish
==> ./design.v <==
module clk_divider(
						 input Clk,
						 input ResetN,
						 input run,
						 input enable_irq, 
						 input clear_irq,
						 output reg clk_1Mhz = 0,  
						 output irq  
						);
	reg [4:0] counter = 25-1;
	wire timeout_event;
	reg timeout_occurred;
	always@(posedge Clk or negedge ResetN)
	begin
		if(~ResetN)
		begin
			clk_1Mhz <= 0;
			counter <= 25-1;
		end
		else
		begin
			if(run)
			begin
				if(!counter)
				begin
					clk_1Mhz <= ~clk_1Mhz;
					counter <= 25-1;
				end
				else
				begin
					counter <= counter-1;
				end
			end
			else
			begin
				clk_1Mhz <= 0;
				counter <= 25-1;               
			end
		end
	end
	assign timeout_event = ~(|counter);
	always@(posedge Clk or negedge ResetN)
   begin
		if (~ResetN)
          timeout_occurred <= 0;
      else 
		begin
			if (clear_irq)
              timeout_occurred <= 0;
          else if (timeout_event)
              timeout_occurred <= 1;
		end
   end
	assign irq = timeout_occurred && enable_irq;
endmodule
module phase_accumulator(
								 input clk,   
								 input rst_n,   
								 input [7:0] fcw,
								 output reg [9:0] phase    
    );
    parameter max_val = 1024;   
    always @ (posedge clk or negedge rst_n) begin
        if (!rst_n) 
				phase <= 10'b00_0000_0000;
        else if (phase >= max_val)
            phase <= 10'b00_0000_0000;
        else 
            phase <= phase + fcw; 
        end
endmodule
module phase_to_amplitude_converter(
												input rst_n,    
												input [9:0] phase,    
												output reg [9:0] data_sin  
    );
    always @ (*) begin
            if (!rst_n) begin
                data_sin = 10'd100;
            end
            else if (phase >= 0 && phase < 11) begin
                data_sin = 10'd100;
            end
            else if (phase >= 11 && phase < 21) begin
                data_sin = 10'd106;
            end
            else if (phase >= 21 && phase < 31) begin
                data_sin = 10'd113;
            end
            else if (phase >= 31 && phase < 41) begin
                data_sin = 10'd119;
            end
            else if (phase >= 41 && phase < 52) begin
                data_sin = 10'd125;
            end
            else if (phase >= 52 && phase < 63) begin
                data_sin = 10'd131;
            end
            else if (phase >= 63 && phase < 73) begin
                data_sin = 10'd137;
            end
            else if (phase >= 73 && phase < 83) begin
                data_sin = 10'd143;
            end
            else if (phase >= 83 && phase < 93) begin
                data_sin = 10'd148;
            end
            else if (phase >= 93 && phase < 104) begin
                data_sin = 10'd154;
            end
            else if (phase >= 104 && phase < 115) begin
                data_sin = 10'd159;
            end
            else if (phase >= 115 && phase < 125) begin
                data_sin = 10'd164;
            end
            else if (phase >= 125 && phase < 135) begin
                data_sin = 10'd168;
            end
            else if (phase >= 135 && phase < 145) begin
                data_sin = 10'd173;
            end
            else if (phase >= 145 && phase < 156) begin
                data_sin = 10'd177;
            end
            else if (phase >= 156 && phase < 166) begin
                data_sin = 10'd181;
            end
            else if (phase >= 166 && phase < 176) begin
                data_sin = 10'd184;
            end
            else if (phase >= 176 && phase < 186) begin
                data_sin = 10'd188;
            end
            else if (phase >= 186 && phase < 196) begin
                data_sin = 10'd190;
            end
            else if (phase >= 196 && phase < 207) begin
                data_sin = 10'd193;
            end
            else if (phase >= 207 && phase < 217) begin
                data_sin = 10'd195;
            end
            else if (phase >= 217 && phase < 227) begin
                data_sin = 10'd197;
            end
            else if (phase >= 227 && phase < 237) begin
                data_sin = 10'd198;
            end
            else if (phase >= 237 && phase < 247) begin
                data_sin = 10'd199;
            end
            else if (phase >= 247 && phase < 258) begin
                data_sin = 10'd200;
            end
            else if (phase >= 258 && phase < 268) begin
                data_sin = 10'd200;
            end         
            else if (phase >= 268 && phase < 278) begin
                data_sin = 10'd200;
            end
            else if (phase >= 278 && phase < 288) begin
                data_sin = 10'd199;
            end
            else if (phase >= 288 && phase < 298) begin
                data_sin = 10'd198;
            end
            else if (phase >= 298 && phase < 309) begin
                data_sin = 10'd197;
            end
            else if (phase >= 309 && phase < 319) begin
                data_sin = 10'd195;
            end
            else if (phase >= 319 && phase < 329) begin
                data_sin = 10'd193;
            end
            else if (phase >= 329 && phase < 339) begin
                data_sin = 10'd190;
            end
            else if (phase >= 334 && phase < 344) begin
                data_sin = 10'd188;
            end
            else if (phase >= 344 && phase < 355) begin
                data_sin = 10'd184;
            end
            else if (phase >= 355 && phase < 365) begin
                data_sin = 10'd181;
            end
            else if (phase >= 365 && phase < 375) begin
                data_sin = 10'd177;
            end
            else if (phase >= 375 && phase < 385) begin
                data_sin = 10'd173;
            end
            else if (phase >= 385 && phase < 395) begin
                data_sin = 10'd168;
            end
            else if (phase >= 395 && phase < 407) begin
                data_sin = 10'd164;
            end
            else if (phase >= 407 && phase < 418) begin
                data_sin = 10'd159;
            end
            else if (phase >= 418 && phase < 428) begin
                data_sin = 10'd154;
            end
            else if (phase >= 428 && phase < 439) begin
                data_sin = 10'd148;
            end
            else if (phase >= 439 && phase < 449) begin
                data_sin = 10'd143;
            end
            else if (phase >= 449 && phase < 460) begin
                data_sin = 10'd137;
            end
            else if (phase >= 460 && phase < 470) begin
                data_sin = 10'd131;
            end
            else if (phase >= 470 && phase < 480) begin
                data_sin = 10'd125;
            end
            else if (phase >= 480 && phase < 490) begin
                data_sin = 10'd119;
            end
            else if (phase >= 490 && phase < 500) begin
                data_sin = 10'd113;
            end
            else if (phase >= 500 && phase < 512) begin
                data_sin = 10'd106;
            end
            else if (phase >= 512 && phase < 522) begin
                data_sin = 10'd100;
            end
            else if (phase >= 522 && phase < 532) begin
                data_sin = 10'd94;
            end
            else if (phase >= 432 && phase < 542) begin
                data_sin = 10'd87;
            end
            else if (phase >= 542 && phase < 552) begin
                data_sin = 10'd81;
            end
            else if (phase >= 552 && phase < 553) begin
                data_sin = 10'd75;
            end
            else if (phase >= 553 && phase < 563) begin
                data_sin = 10'd69;
            end
            else if (phase >= 563 && phase < 573) begin
                data_sin = 10'd63;
            end
            else if (phase >= 573 && phase < 583) begin
                data_sin = 10'd57;
            end
            else if (phase >= 583 && phase < 593) begin
                data_sin = 10'd52;
            end
            else if (phase >= 593 && phase < 604) begin
                data_sin = 10'd46;
            end
            else if (phase >= 604 && phase < 614) begin
                data_sin = 10'd41;
            end
            else if (phase >= 614 && phase < 624) begin
                data_sin = 10'd36;
            end
            else if (phase >= 624 && phase < 634) begin
                data_sin = 10'd32;
            end
            else if (phase >= 634 && phase < 644) begin
                data_sin = 10'd27;
            end
            else if (phase >= 644 && phase < 665) begin
                data_sin = 10'd23;
            end
            else if (phase >= 665 && phase < 675) begin
                data_sin = 10'd19;
            end
            else if (phase >= 675 && phase < 685) begin
                data_sin = 10'd16;
            end
            else if (phase >= 685 && phase < 695) begin
                data_sin = 10'd12;
            end
            else if (phase >= 695 && phase < 705) begin
                data_sin = 10'd10;
            end
            else if (phase >= 705 && phase < 716) begin
                data_sin = 10'd7;
            end
            else if (phase >= 716 && phase < 726) begin
                data_sin = 10'd5;
            end
            else if (phase >= 726 && phase < 736) begin
                data_sin = 10'd3;
            end
            else if (phase >= 736 && phase < 746) begin
                data_sin = 10'd2;
            end
            else if (phase >= 746 && phase < 756) begin
                data_sin = 10'd1;
            end
            else if (phase >= 756 && phase < 767) begin
                data_sin = 10'd0;
            end
            else if (phase >= 767 && phase < 777) begin
                data_sin = 10'd0;
            end                  
            else if (phase >= 777 && phase < 787) begin
                data_sin = 10'd0;
            end      
            else if (phase >= 787 && phase < 797) begin
                data_sin = 10'd1;
            end
            else if (phase >= 797 && phase < 807) begin
                data_sin = 10'd2;
            end
            else if (phase >= 807 && phase < 819) begin
                data_sin = 10'd3;
            end
            else if (phase >= 819 && phase < 829) begin
                data_sin = 10'd5;
            end
            else if (phase >= 829 && phase < 839) begin
                data_sin = 10'd7;
            end
            else if (phase >= 839 && phase < 849) begin
                data_sin = 10'd10;
            end
            else if (phase >= 849 && phase < 859) begin
                data_sin = 10'd12;
            end
            else if (phase >= 859 && phase < 870) begin
                data_sin = 10'd16;
            end
            else if (phase >= 870 && phase < 880) begin
                data_sin = 10'd19;
            end
            else if (phase >= 880 && phase < 890) begin
                data_sin = 10'd23;
            end
            else if (phase >= 890 && phase < 900) begin
                data_sin = 10'd27;
            end
            else if (phase >= 900 && phase < 910) begin
                data_sin = 10'd32;
            end
            else if (phase >= 910 && phase < 921) begin
                data_sin = 10'd36;
            end
            else if (phase >= 921 && phase < 932) begin
                data_sin = 10'd41;
            end
            else if (phase >= 932 && phase < 942) begin
                data_sin = 10'd46;
            end
            else if (phase >= 942 && phase < 952) begin
                data_sin = 10'd52;
            end
            else if (phase >= 952 && phase < 962) begin
                data_sin = 10'd57;
            end
            else if (phase >= 962 && phase < 973) begin
                data_sin = 10'd63;
            end
            else if (phase >= 973 && phase < 983) begin
                data_sin = 10'd69;
            end
            else if (phase >= 983 && phase < 993) begin
                data_sin = 10'd75;
            end
            else if (phase >= 993 && phase < 1003) begin
                data_sin = 10'd81;
            end
            else if (phase >= 1003 && phase < 1013) begin
                data_sin = 10'd87;
            end
            else if (phase >= 1013 && phase <= 1023) begin
                data_sin = 10'd94;
            end
    end         
endmodule
module sine_wave_csr(
							input          Clk,
							input          ResetN,
							input          ChipSelect,
							input          Write,
							input          Read,
							input  [1:0]   Address,
							input  [31:0]  WriteData,
							input  [9:0]   data_sin,
							output [31:0]  ReadData,
							output run,
							output [7:0] fcw,
							output enable_irq,
							output clear_irq
							);
	reg [31:0] data_reg;
	reg [7:0] fcw_reg;
	reg [2:0] control;
	assign enable_irq = control[1];
	assign run = control[0];
	assign fcw = fcw_reg;
	assign clear_irq = ChipSelect && Write && (Address == 2);
	assign ReadData = data_reg;
	always @(posedge Clk or negedge ResetN)
	begin
		if (~ResetN) begin
			fcw_reg  <= 8'h0;
			control  <= 1'h0;
		end 
		else if (ChipSelect & Write & ~(|Address)) begin         
			fcw_reg    <= WriteData[7:0];    
		end 
		else if (ChipSelect & Write & Address == 1) begin         
			control    <= WriteData[1:0];    
		end 
		else begin
			fcw_reg  <= fcw_reg;
			control <= control;
		end
	end
	always @(posedge Clk or negedge ResetN)
	begin
		if (~ResetN) begin
			data_reg  <= 32'h0;
		end else if (ChipSelect & Read) begin         
		case (Address)
		   	2'd0: data_reg <= {24'h0, fcw_reg};             
				2'd1: data_reg <= {30'h0, control};
				2'd2: data_reg <= {32'h0};	
				2'd3: data_reg <= {22'h0, data_sin};   				
		   	default: data_reg <= data_reg;
		endcase
		end else begin
			data_reg <= data_reg;
		end
	end
endmodule
module sine_wave_generator(  
									input clk,      
									input rst_n,      
									input [7:0] fcw,
									output [9:0] phase,      
									output [9:0] data_sin    
    );    
    phase_accumulator            accumulator_inst (clk, rst_n, fcw, phase);
    phase_to_amplitude_converter converter_inst   (rst_n, phase, data_sin);
endmodule
module sine_wave_wrapper(
								 input         Clk,
								 input         ResetN,
								 input         ChipSelect,
								 input         Write,
								 input         Read,
								 input  [1:0]  Address,
								 input  [31:0] WriteData,
								 output [31:0] ReadData,
								 output [9:0]  oData_sin,
								 output irq
								 );
	wire run, clk_1Mhz, enable_irq, clear_irq;
	wire [7:0] fcw;
	wire [9:0] phase;
	wire [9:0] data_sin;
	assign data_sin = oData_sin;
	sine_wave_csr CSR(
							.Clk         (Clk        ),
							.ResetN      (ResetN     ),
							.ChipSelect  (ChipSelect ), 
							.Write       (Write      ),
							.Read        (Read       ),
							.Address     (Address    ),
							.WriteData   (WriteData  ),
							.ReadData 	 (ReadData   ),
							.run         (run        ),
							.fcw		    (fcw	 	    ),
							.data_sin	 (data_sin	 ),
							.enable_irq	 (enable_irq ),
							.clear_irq	 (clear_irq  )
						  );
	clk_divider clk_div(
								.Clk(Clk),
								.ResetN(ResetN),
								.run(run),
								.clk_1Mhz(clk_1Mhz),
								.irq(irq),
								.enable_irq(enable_irq),
								.clear_irq(clear_irq  )
							 );
	sine_wave_generator sine_gen(
										  .clk(clk_1Mhz),     
										  .rst_n(ResetN),     
										  .phase(phase),  
										  .fcw(fcw),
										  .data_sin(oData_sin)
										 );
endmodule
==> GITHUB_STEP_SUMMARY <==
### Yosys + OpenROAD results

| Metric | Value |
|---|---|
| Critical Path Max Stage Delay | between 500 and 600 ps |
| Endpoints left unconstrained | 18 |
| First-pass iteration count of the detailed router | 6 |
| Crit path DAT | 2080 ps |
| Die ar. | just under 9000 µm² |
| MI comb area | 2899 µm² |
| Clock Skew | 6.730 ps |
| I/O pin cnt | about 80 |
| Routed wire length | 16640 µm |
| Vias in the first global route | roughly 4500 |
| R2R setup slack | 1090 ps |
| GRT Total Usage | 40.77% |
| Number of vias per cell | roughly 7.2 |
| H-tree levels | 1 |
| Post-synth area hogs | dfrtp_1 (20%), buf_4 (5.0%), nand2_1 (3.9%) |
| Synthesis area per yosys | 4183 µm² |
| Rows | 32 |
| Fill cells | ~660 |
| Area grow syn2layout | 10.95% |
| Starting DRC count in detailed routing | 706 |
| Hold crit path type | in -> async |
| Area leader share | 19.74% |
| YS warnings | 4 |
| Biggest register | sine_gen.accumulator_inst.phase |
| Avg Cell Area, Syn | 7.647 µm² |
| Fin Setup TNS | -76.40 ps |
| Fin. max-slew vios | 0 |
| Sequential cell area | 1002 µm² |
| Register pins left without a clock | 18 |
| Worst Path Class, Setup | in -> out |
| Final setup fails | 1 |
| OpenROAD warning count | 53 |
| Largest net degree at the start of global routing | between 40 and 50 |
| Failing checks | negative setup slack |
| Synthesized area | between 4000 and 5000 µm² |
| Slew @ Worst Pin | between 900 and 1000 ps |
| Vias post-DR | 4798 |
| Slew margin rel. | between 30% and 40% |
| Critical Path, Cell by Cell | buf_16 -> o31a_1 -> nand3_2 -> or4b_4 -> nor3_4 -> dlxtn_2 -> buf_2 |
| Count of input and output buffers | 31 |
| Max FFs per register | 10 |
| Worst slack, placed | -1197 ps |
| Core Area | 7928 µm² |
| Power Dens Cells | 301.4 nW/µm² |
| Period minus WS final | 2576 ps |
| Max-Cap Viols | 0 |
| Status | finished, violations left |
| Final Hold Fails | 0 |
| Static leakage | approximately 1.9 nW |
| Clock root buffer | clkbuf_8 |
| DRT antenna net count | 0 |
| Post-synth ARST share | 81.40% |
| Ys flop type | dfrtp_1 |
| Tcrit/Tclk final | 103.1% |
| Commonest cells post-synth | nand2_1 (44), nor2_1 (44), dfrtp_1 (33) |
| First-pass GRT wire length | 25990 µm |
| Reg clk slew, reported paths | 80 ps |
| CP max-delay cell | or4b_4 |
| Post-synth top area cell | dfrtp_1 |
| Die W | 93.47 µm |
| Crit path max fanout | 6 |
| Share of cells above drive strength 1 | 10.95% |
| Unrepaired setup endpoints after global routing | yes |
| # Cells Yosys | roughly 550 |
| Worst vdd ir | ~0.46 mV |
| Cts bufs inserted | 3 |
| Clk buf depth | 2 |
| Post-DR wirelength/cell | 24.91 µm |
| TritonCTS clock tree | built |
| WP data required | 2000 ps |
| Synth cell types | 81 |
| Latest clock arrival within the worst-skew pair | ~260 ps |
| WHS | between 15 and 20 ps |
| Initial antenna violation count | 0 |
| Final HPWL DP | 12060 µm |
| Synthesized flop and latch total | 43 |
| GPL Wtd Cong | 1.051 |
| Post-Synthesis Cells | 547 |
| Worst setup SP type | input pin |
| Antenna diodes | 0 |
| Grt ovf | 0 |
| Die height | ~93 µm |
| Post-route DRC violation count | 0 |
| Max Freq | 388.1 MHz |
| Hold Buf Count CTS | 0 |
| Final worst slack | -76.40 ps |
| Post-synth EDFFs | 0 |
| Fp_density | 52.76% |
| Crit. End Element | output pin |
[repair_timing]
action                     CTS  global route
gates cloned                 2             0
setup endpoints to repair   11             3
gates resized               25             1
buffers inserted             2             0
pin swaps                    8             4
[cells in the final DEF, fill, tap and decap left out, types with 13 or more instances in the layout]
| master | Yosys | routed |
|---|---|---|
| nor3_1 | 28 | 26 |
| dfrtp_1 | 33 | 33 |
| o21ai_0 | 31 | 31 |
| buf_4 | 28 | 20 |
| conb_1 | 1 | 34 |
| nor2_1 | 44 | 44 |
| clkdlybuf4s50_1 | 0 | 27 |
| a22oi_1 | 13 | 13 |
| nand2_1 | 44 | 43 |
| a21oi_1 | 26 | 26 |
| nand3_1 | 26 | 25 |
[power by group]
| group | internal, mW | total (mW) | switching (mW) |
|---|---|---|---|
| clock | 0.114 | 0.229 | 0.115 |
| combinational | 0.280 | 0.560 | 0.280 |
| sequential | 0.517 | 0.610 | 0.0927 |
[worst max-delay path: cells and delay by family]
kind	cells	cell delay, ps
buffers and inverters	2	200
AOI/OAI and AO/OA	1	210
latches	1	370
and+or+nand+nor	3	800
[per-stage QoR]
step           instance area [µm²]  utilization (%)  power (mW)  instances
6_report                      4641            58.54       1.399        668
5_1_grt                       4641            58.54       1.493        668
4_1_cts                       4634            58.46       1.395        668
3_5_place_dp                  4471            56.39       1.144        660
3_3_place_gp                  4471            56.39       1.098        660
2_1_floorplan                 4307                -      0.9628        580
[path summary, 6_finish.rpt]
check                                        start                  to  cells past startpoint
min in group clk0                  CSR.data_reg[3]     CSR.data_reg[3]                      2
worst min-delay path                        ResetN     CSR.data_reg[3]                      1
worst min register to register     CSR.data_reg[3]     CSR.data_reg[3]                      2
max in group asynchronous                   ResetN  clk_div.counter[3]                      2
worst max register to register  clk_div.counter[0]    clk_div.clk_1Mhz                      6
worst max-delay path                        ResetN        oData_sin[1]                      7
[routing by layer]
layer	up-vias	part of all wire [%]	track usage, %
met5	-	0	0
met2	448	42	57.35
li1	2065	-	-
met1	2206	39	57.98
met3	79	16	16.87
met4	0	3.9	12.31
[layout make-up]
type                    count  share of cell area [%]
inverters                  12                  0.9706
clock buffers               4                  0.9706
well taps                 102                   2.750
repair buffers             53                   11.24
multi-input cells         454                   62.47
flip-flops and latches     43                   21.60
[cells by family (layout without fill, tap and decap cells)]
| family | after synthesis | in the layout | synth area share [%] |
|---|---|---|---|
| compound gates | 161 | 161 | 26.77 |
| latches | 8 | 8 | 2.872 |
| fa+ha+maj | 10 | 10 | 3.171 |
| buf+inv | 83 | 69 | 10.74 |
| mux | 17 | 17 | 4.667 |
| flops | 35 | 35 | 21.00 |
| xor+xnor | 11 | 11 | 2.304 |
| other cells | 1 | 34 | 0.08965 |
| simple gates | 221 | 221 | 28.39 |
No activity file was given, so power comes from the tool's default toggle rates.
